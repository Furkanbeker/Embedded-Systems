==> flow/design.v <==
module lab5_part1(fr_SW, to_LEDR, to_HEX0, to_HEX1, fr_KEY);
	input [9:0] fr_SW;
	output [9:0] to_LEDR;
	input [1:0] fr_KEY;
	output [7:0] to_HEX0,to_HEX1;
	wire [7:0] count_out;
	assign to_LEDR [1:0]  = fr_SW[1:0];
	assign to_LEDR [9:2] = 0;
	counter c0 (.enable(fr_SW[1]), .clk(fr_KEY[0]), .clr(fr_SW[0]), .out(count_out));
	char_7seg s0(.BCD(count_out[3:0]), .Display(to_HEX0));
   char_7seg s1(.BCD(count_out[7:4]), .Display(to_HEX1));
endmodule
module counter(enable, clk, clr, out);
	input wire enable;
	input clk;
	input clr;
	output wire [7:0] out;
	wire [7:0] q;
	wire [7:0] t;
	assign t[0] = enable;
	and a1(t[1], q[0], t[0]);
	and a2(t[2], q[1], t[1]);
	and a3(t[3], q[2], t[2]);
	and a4(t[4], q[3], t[3]);
	and a5(t[5], q[4], t[4]);
	and a6(t[6], q[5], t[5]);
	and a7(t[7], q[6], t[6]);
	t_ff t0(.t(t[0]), .clk(clk), .clr(clr), .q(q[0]));
	t_ff t1(.t(t[1]), .clk(clk), .clr(clr), .q(q[1]));
	t_ff t2(.t(t[2]), .clk(clk), .clr(clr), .q(q[2]));
	t_ff t3(.t(t[3]), .clk(clk), .clr(clr), .q(q[3]));
	t_ff t4(.t(t[4]), .clk(clk), .clr(clr), .q(q[4]));
	t_ff t5(.t(t[5]), .clk(clk), .clr(clr), .q(q[5]));
	t_ff t6(.t(t[6]), .clk(clk), .clr(clr), .q(q[6]));
	t_ff t7(.t(t[7]), .clk(clk), .clr(clr), .q(q[7]));
	assign out = q; 
endmodule
module t_ff(clk, clr, t, q);
    input clk;
    input clr;
    input t;
    output reg q;
    reg q_next;
    always @(posedge clk or negedge clr) begin
        if (!clr)
            q <= 1'b0;
        else
            q <= q_next;
    end
    always @(*) begin
        q_next = q; 
        if (t)
            q_next = ~q; 
    end
endmodule
module char_7seg(Display, BCD);
    output reg [7:0] Display;
    input [3:0] BCD;
    parameter BLANK = 8'b11111111;
    parameter ZERO  = 8'b11000000;
    parameter ONE   = 8'b11111001;
    parameter TWO   = 8'b10100100;
    parameter THREE = 8'b10110000;
    parameter FOUR  = 8'b10011001;
    parameter FIVE  = 8'b10010010;
    parameter SIX   = 8'b10000010;
    parameter SEVEN = 8'b11111000;
    parameter EIGHT = 8'b10000000;
    parameter NINE  = 8'b10010000;
    parameter A     = 8'b10001000;
    parameter B     = 8'b10000011;
    parameter C     = 8'b11000110;
    parameter D     = 8'b10100001;
    parameter E     = 8'b10000110;
    parameter F     = 8'b10001110;
    always @(BCD) begin
        case (BCD)
            4'd0: Display = ZERO;
            4'd1: Display = ONE;
            4'd2: Display = TWO;
            4'd3: Display = THREE;
            4'd4: Display = FOUR;
            4'd5: Display = FIVE;
            4'd6: Display = SIX;
            4'd7: Display = SEVEN;
            4'd8: Display = EIGHT;
            4'd9: Display = NINE;
            4'd10: Display = A;
            4'd11: Display = B;
            4'd12: Display = C;
            4'd13: Display = D;
            4'd14: Display = E;
            4'd15: Display = F;
            default: Display = BLANK;
        endcase
    end
endmodule
==> flow/run.sh <==
#!/bin/bash
# OpenROAD 26Q1-2900-gdf79404cd8, Yosys 0.63+post, stock flow scripts
make -C /OpenROAD-flow-scripts/flow DESIGN_CONFIG=/design/flow/config.mk WORK_HOME=/design/flow/orfs finish
==> flow/config.mk <==
export PLATFORM = sky130hd
export DESIGN_NAME = lab5_part1
export DESIGN_NICKNAME = lab5_part1
export VERILOG_FILES = /design/flow/design.v
export SDC_FILE = /design/flow/constraint.sdc
export NUM_CORES = 4
export LEC_CHECK = 1
export CORE_AREA = 10 10 90 90
export DIE_AREA = 0 0 100 100
export SYNTH_HDL_FRONTEND = slang
==> flow/constraint.sdc <==
current_design lab5_part1

set clk_period 1.4
set clk_io_pct 0.2

create_clock -name clk0 -period $clk_period [get_ports {fr_KEY}]

set non_clock_inputs [all_inputs -no_clocks]
set_input_delay [expr $clk_period * $clk_io_pct] -clock clk0 $non_clock_inputs
set_output_delay [expr $clk_period * $clk_io_pct] -clock clk0 [all_outputs]
==> results_slide.txt <==
Physical Implementation Snapshot

Final timing
  – Clk_skew: 0.00329 ns
  – Max Freq: 0.577 GHz
  – Final period util: 124%
  – RSZ-0062 raised after global routing: yes
  – Final worst slack: -0.333 ns
  – Max-slew violation count: 0
  – Final Hold Fails: 0
  – Crit path time final: 1.73 ns
  – Setup Viol. Count Final: 16

CTS
  – Clk slew on worst S/H paths: 0.04 ns
  – CTS Root Cell: clkbuf_8
  – Max H-tree Level: 1
  – CTS Sinks: 8
  – Total CTS buffers: 3
  – CTS tree: built
  – Clk ins delay skew pair: 0.21 ns
  – Bufs on Longest Clock Path: 2

Run
  – Max_cap viols: 0
  – OpenROAD warning count: 71

Setup path
  – Critical path class: reg2out
  – WP data required: 1.12 ns
  – Critical Path End Type: primary output
  – Max FO, Critical Path: 4
  – WP data arrival: 1.45 ns
  – Setup crit start kind: flip-flop

Power and ir drop
  – Cell Pwr Density: 2470 nW/um^2
  – LEAKAGE: 0.783 nW
  – Peak supply drop: 0.555 mV

Yosys
  – Cell Area, Synth: 908 sq um
  – Seq share, synth: 22.0%
  – Ys Warns: 0
  – Yosys reg bits: 8
  – Chip Area, Yosys: 908 sq um
  – Avg Inst Size Synth: 8.33 sq um
  – Yosys cell count: 109
  – Cells after synthesis: 109
  – Cell Type Count: 31

Detailed routing
  – Initial drt markers: 91
  – Ant diodes: 0
  – Total Routed Length: 2.91 mm
  – Remaining antenna violation count: 0
  – Vias/cell: 3.82
  – Vias: 933
  – Per-cell routed wire length: 11.9 um
  – DRT Pass-1 Iters: 4
  – DRC: 0

Finish
  – Share of cells above drive strength 1: 63.5%
  – Post-route cell area: 1740 sq um
  – Most common logic cells in the final layout: 25 x buf_4, 18 x buf_6, 14 x buf_2
  – Most frequent logic cell in the layout: buf_4
  – Final Instance Count excl. Fillers: 244
  – Fin util: 27.8%
  – Synthesis-to-finish area growth: 92.0%

Placed design
  – Cells after DPL: 226
  – DP HPWL: 1.85 mm
  – Port Buffers: 18
  – Post-Place Setup Slack: -0.457 ns
  – Routability Congestion: 0.836
  – Placed cell areas: 1340 sq um

Die
  – DIE HEIGHT: 100 um
  – # IOs: 38
  – Die x size: 100 um
  – Core Area: 6280 sq um
  – FP Core Util: 14.5%
  – Site Rows: 29
  – Die area: 10,000 sq um

GRT
  – Vias in the first global route: 978
  – Pin count of the biggest net entering global routing: 16
  – Antenna violations before repair: 0
  – GRT Residual Overflow: 0
  – Gr usage total: 5.23%
  – Global-route wire length before repair: 4.55 mm

Status
  – Failing checks: setup timing
  – Status: complete, but fails checks

Hold path
  – HP Class: in2async
[cells in the mapped netlist, drive strengths merged]
cell type / instances / area, sq um
o21ai: 8 / 40.0
xnor2: 7 / 68.8
dfrtp: 8 / 200
o21a: 1 / 7.51
or2: 1 / 6.26
a31oi: 2 / 12.5
inv: 8 / 30.0
nand3b: 1 / 7.51
nor2b: 2 / 12.5
or3: 2 / 12.5
xor2: 1 / 8.76
nand2b: 3 / 18.8
conb: 2 / 7.51
o22ai: 3 / 18.8
or4: 1 / 11.3
ha: 12 / 150
clkbuf: 2 / 7.51
a32o: 1 / 10.0
nand2: 8 / 30.0
buf: 15 / 104
nand3: 4 / 32.5
mux2i: 5 / 50.1
a21oi: 5 / 25.0
nor2: 3 / 11.3
a211oi: 1 / 7.51
nor3: 2 / 10.0
a21boi: 1 / 7.51
[final cells by class]
class | count | area, sq um
fill | 618 | 4530
multi-input combinational | 84 | 836
timing repair buffer | 63 | 518
sequential | 8 | 206
tap | 77 | 96.3
clock buffer | 4 | 45.0
inverter | 8 | 42.5
[report_power, final]
group | switching [mW] | total [mW] | leakage, nW | internal, mW
combinational | 1.47 | 3.51 | 0.672 | 2.04
clock | 0.0589 | 0.253 | 0.0228 | 0.194
sequential | 0.187 | 0.547 | 0.0885 | 0.360
total | 1.72 | 4.31 | 0.783 | 2.60
[per-layer routing]
| metal | wire [um] | vias to the layer above | track usage (%) |
|---|---|---|---|
| met2 | 1380 | 24 | 8.51 |
| li1 | - | 458 | - |
| met5 | 0 | - | 0 |
| met4 | 32 | 0 | 0.978 |
| met1 | 1380 | 447 | 6.85 |
| met3 | 115 | 4 | 1.39 |
[critical path: stages (launching register included)]
cell,delay [ns]
dfrtp_1,0.40
buf_6,0.14
inv_8,0.06
ha_4,0.19
nor2b_1,0.12
nor3_1,0.07
a31oi_1,0.15
buf_2,0.11
[flip-flops by register name, indices dropped and copies added, names as in the netlist]
| name | flops |
|---|---|
| c0.t4.q | 1 |
| c0.t0.q | 1 |
| c0.t1.q | 1 |
| c0.t3.q | 1 |
| c0.t5.q | 1 |
| c0.t7.q | 1 |
| c0.t2.q | 1 |
| c0.t6.q | 1 |
[stage by stage]
| stage | hold WS [ns] | total power [mW] | TNS [ns] |
|---|---|---|---|
| after CTS | 0.168 | 3.86 | -3.96 |
| final | 0.172 | 4.31 | -3.66 |
| after global routing | 0.182 | 4.69 | -4.92 |
| after global placement | 0.605 | 3.00 | -6.21 |
| after detailed placement | 0.606 | 3.01 | -6.24 |
| after floorplan | -0.0156 | 1.54 | 0 |
[cell families after synthesis]
group                    after synthesis  share of synthesized area [%]
AND-OR/OR-AND                         22                           14.2
XOR/XNOR                               8                           8.54
AND/OR/NAND/NOR                       27                           16.8
flip-flops                             8                           22.0
adder cells (fa/ha/maj)               12                           16.5
other                                  2                          0.827
multiplexers                           5                           5.51
buffers and inverters                 25                           15.6
[what timing repair did]
item                                    in CTS  in global routing
endpoints found under the setup margin      18                 16
hold buffers                                 0                  0
pin swaps                                   11                 17
gates resized                              104                 26
buffers inserted                            12                  6
[worst paths after layout]
kind | slack (ns) | cells past startpoint | startpoint | end
max in group asynchronous | 1.08 | 2 | fr_SW[0] | c0.t6.q
min in group clk0 | 0.59 | 3 | fr_SW[1] | c0.t0.q
setup reg to reg | -0.14 | 6 | c0.t4.q | c0.t7.q
setup / recovery | -0.33 | 7 | c0.t5.q | to_HEX1[3]
hold reg to reg | 0.60 | 2 | c0.t2.q | c0.t2.q
hold / removal | 0.17 | 2 | fr_SW[0] | c0.t2.q
Power and IR drop assume default switching activity.
