[/design/flow/config.mk]
export PLATFORM = sky130hd
export DESIGN_NAME = detect_leading_zeros
export DESIGN_NICKNAME = detect_leading_zeros
export VERILOG_FILES = /design/flow/design.v
export SDC_FILE = /design/flow/constraint.sdc
export NUM_CORES = 4
export LEC_CHECK = 1
export CORE_AREA = 10 10 70 70
export DIE_AREA = 0 0 80 80
export SYNTH_HDL_FRONTEND = slang
[/design/flow/constraint.sdc]
current_design detect_leading_zeros

set clk_period 1.9
set clk_io_pct 0.2

create_clock -name clk0 -period $clk_period

set non_clock_inputs [all_inputs -no_clocks]
set_input_delay [expr $clk_period * $clk_io_pct] -clock clk0 $non_clock_inputs
set_output_delay [expr $clk_period * $clk_io_pct] -clock clk0 [all_outputs]
[/design/flow/design.v]
`timescale 1ns / 1ps
module detect_leading_zeros(count, val);
    output [2:0] count;
    input [7:0] val;
    assign count = ~(|val[7:1]) & val[0] ? 8'd7 
                 : ~(|val[7:2]) & val[1] ? 8'd6 
                 : ~(|val[7:3]) & val[2] ? 8'd5 
                 : ~(|val[7:4]) & val[3] ? 8'd4 
                 : ~(|val[7:5]) & val[4] ? 8'd3 
                 : ~(|val[7:6]) & val[5] ? 8'd2 
                 : ~(|val[7:7]) & val[6] ? 8'd1 
                 : 8'd0 ;                       
endmodule
[/design/flow/run.sh]
#!/bin/bash
# OpenROAD 26Q1-2900-gdf79404cd8, Yosys 0.63+post, stock flow scripts
make -C /OpenROAD-flow-scripts/flow DESIGN_CONFIG=/design/flow/config.mk WORK_HOME=/design/flow/orfs finish
==> qor.yml <==
rsz0062_at_grt: "false"
die-area_um2: 6400
combGateArea_um2: 78.8
grt_pass1_vias: 143
final_design_area_no_fill_um2: 251
min_to: "count[0]"
synth_top_area_share_pct: 30.5
worst_pin_slew_ns: 0.229
intPower_w: 0.0000197
required_ns: 1.52
critPathArrivalTime_ns: 1.45
antenna_found_initial: 0
wl_per_cell_um: 6.11
warnings: 32
grt_pass1_wl_um: 655
wl_um: 428
grtUsageTotal_pct: 1.22
power_w: 0.0000324
finalHoldViolations: 0
critPathKind: "input pin to output port"
overflow: 0
critPathCaptureType: "output port"
synth_top_cell_by_area: "a211oi_1"
worst_slack_ns: 0.0682
mostFrequentLayoutCell: "dlygate4sd2_1"
wl_met2_um: 161
comb_power_share_pct: 100.0
leakagePower_nw: 0.101
drc_errors: 0
clockPowerShare_pct: 0
clock.fmax_ghz: 0.546
initCoreUtil_pct: 2.16
p_sw_w: 0.0000127
crit_family: "buffers and inverters"
ir_drop_v: 0.0000119
ys_types: 9
num_antenna_cells: 0
lay_top_cells: "dlygate4sd2_1, a211oi_1, clkdlybuf4s50_1"
m1WireLength_um: 222
gp_congestion: 0.737
period_used_pct: 96.4
ys_area_um2: 73.8
seq_cell_count: 0
synth_seq_share_pct: 0
status: "complete, no violations"
setup_viol: 0
ant_nets: 0
path_buffers: 2
drv_slew: 0
die_w_um: 80
synth_area_um2: 73.8
hp-start: "val[0]"
yosys_warnings: 0
p_sw_share_pct: 39.2
final.fill_count: 412
whs_path_depth: 4
hold_buffers: 0
syn_inst: 13
area_leaders: "a211oi_1, nor4b_1, inv_1"
ys_cells: 13
grt_max_degree: 5
n_clock_buffer: 0
core_um2: 3420
drive_gt1_share_pct: 8.33
area_growth_syn_to_layout_pct: 241
cp_max_fo: 3
fin_crit_ns: 1.83
drt_iter0_drc: 0
top_layer_used: "met3"
cp_slowest_stage_delay_ns: 0.49
pre_cts_slack_ns: -0.227
flop_area_um2: 0
p_seq_share_pct: 0
io_pins: 11
vias: 139
port_buffers: 11
maxCapViolCount: 0
startpoint_type: "input pin"
syn_area_per_cell_um2: 5.68
dp_hpwl_um: 358
via_per_inst: 1.99
die_h_um: 80
dr_wl_met3_um: 43
slew_headroom_pct: 84.6
placed_area_um2: 241
hp-class: "input pin to output port"
rows: 21
power_density_nw_per_um2: 129
first_pass_iters: 1
cp_cell_sequence: "clkdlybuf4s50_1, nand2b_1, a21oi_1, a211oi_1, dlygate4sd2_1"
cpMaxStageDelayCell: "clkdlybuf4s50_1"
-- power groups by stage --
stage                 combinational (W)  sequential, W  clock, W
final                         0.0000324              0         0
after CTS                     0.0000329              0         0
after global routing          0.0000357              0         0
-- cell type report --
type,count,share of cell area (%)
well taps,46,22.9
repair buffers,11,42.8
inverters,2,2.99
multi-input cells,11,31.3
-- Yosys cell counts, drive strengths merged --
cell / instances
a211oi: 3
inv: 2
nor2: 2
o21ai: 2
a21oi: 1
nand2b: 1
nor4: 1
nor4b: 1
-- per-stage QoR --
step | hold slack [ns] | TNS [ns] | utilization [%] | cells
final | 1.29 | 0 | 7.36 | 70
after global routing | 1.34 | 0 | 7.36 | 70
after CTS | 1.44 | 0 | 7.22 | 70
after detailed placement | 1.73 | -0.656 | 7.07 | 70
after global placement | 1.73 | -0.623 | 7.07 | 70
after floorplan | 0.773 | 0 | - | 13
-- timing repair --
| action | 4_1_cts | 5_1_grt |
|---|---|---|
| resized | 8 | 2 |
| buffers inserted | 0 | 0 |
| pin swaps | 3 | 1 |
| setup endpoints to repair | 3 | 1 |
-- worst max path at each step --
stage | from | endpoint | slack, ns | cells past startpoint
CTS | val[5] | count[0] | 0.02 | 5
global route | val[4] | count[0] | 0.007 | 5
finish | val[4] | count[0] | 0.07 | 5
-- logic make-up after synthesis --
group / after synthesis / share of synthesized area [%]
buffers and inverters: 2 / 10.2
and+or+nand+nor: 5 / 39.0
AOI/OAI and AO/OA: 6 / 50.8
-- per-layer routing --
| metal | GRT usage [%] | vias up |
|---|---|---|
| met4 | 0 | 0 |
| met1 | 1.58 | 58 |
| met2 | 1.93 | 9 |
| met5 | 0 | - |
| met3 | 0.568 | 0 |
| li1 | - | 72 |
Power figures rest on the tool's default switching activity, not on a simulated workload.
