===== ./design.v =====
`timescale 1ns / 1ps
module cmp_4b_str(a_is_equal, a_is_greater, a_is_smaller, a, b);
    output a_is_equal, a_is_greater, a_is_smaller;
    input [3:0] a,b;
    wire [3:0] xi, not_a, not_b;
    wire aig0, aig1, aig2, aig3;
    wire ais0, ais1, ais2, ais3;
    not not0 [3:0] (not_a, a);
    not not1 [3:0] (not_b, b);
    xnor xnor0 [3:0] (xi,a,b);
    and and0 (a_is_equal, xi[3], xi[2], xi[1], xi[0]);
    and and1 (aig0, a[3], not_b[3]);
    and and2 (aig1, xi[3], a[2], not_b[2]);
    and and3 (aig2, xi[3], xi[2], a[1], not_b[1]);
    and and4 (aig3, xi[3], xi[2], xi[1], a[0], not_b[0]);
    or or0 (a_is_greater, aig0, aig1, aig2, aig3);
    and and5 (ais0, not_a[3], b[3]);
    and and6 (ais1, xi[3], not_a[2], b[2]);
    and and7 (ais2, xi[3], xi[2], not_a[1], b[1]);
    and and8 (ais3, xi[3], xi[2], xi[1], not_a[0], b[0]);
    or or1 (a_is_smaller, ais0, ais1, ais2, ais3);
endmodule

===== ./run.sh =====
#!/bin/bash
# OpenROAD 26Q1-2900-gdf79404cd8, Yosys 0.63+post, stock flow scripts
make -C /OpenROAD-flow-scripts/flow DESIGN_CONFIG=/design/flow/config.mk WORK_HOME=/design/flow/orfs finish

===== ./config.mk =====
export PLATFORM = sky130hd
export DESIGN_NAME = cmp_4b_str
export DESIGN_NICKNAME = cmp_4b_str
export VERILOG_FILES = /design/flow/design.v
export SDC_FILE = /design/flow/constraint.sdc
export NUM_CORES = 4
export LEC_CHECK = 1
export CORE_AREA = 10 10 70 70
export DIE_AREA = 0 0 80 80
export SYNTH_HDL_FRONTEND = slang

===== ./constraint.sdc =====
current_design cmp_4b_str

set clk_period 1.2
set clk_io_pct 0.2

create_clock -name clk0 -period $clk_period

set non_clock_inputs [all_inputs -no_clocks]
set_input_delay [expr $clk_period * $clk_io_pct] -clock clk0 $non_clock_inputs
set_output_delay [expr $clk_period * $clk_io_pct] -clock clk0 [all_outputs]

==> flow_summary.json <==
{
  "outcome": "finished, violations left",
  "failed_checks": "setup timing",
  "die_area_mm2": 0.00640,
  "grt_max_degree": 6,
  "ys_sh_xor_pct": 11.8,
  "fp.coreArea_mm2": 0.00342,
  "fin_setup_tns_ns": -0.0908,
  "antenna_found_initial": 0,
  "start_kind": "input pin",
  "drv_slew": 0,
  "stdcell_count": 81,
  "place_ws_ns": -0.897,
  "pin_count": 11,
  "drive_gt1_share_pct": 71.4,
  "worstSetupPathType": "in2out",
  "rsz0062_at_grt": "true",
  "wl_per_cell_um": 7.31,
  "num_vias": 193,
  "yosys.area_share.adder_pct": 23.5,
  "flops": 0,
  "tool_warnings": 35,
  "fin_crit_sh_pct": 106,
  "initial_core_util_pct": 4.36,
  "critPathMaxFanout": 3,
  "gp_congestion": 0.754,
  "hp-start": "a[1]",
  "setup_viol": 2,
  "logic_area_um2": 191,
  "portBuffers": 11,
  "period_needed_ns": 1.27,
  "cp.required_ns": 0.96,
  "worstHoldPathType": "in2out",
  "grt_overflow": 0,
  "fp-row-count": 21,
  "cpMaxStageDelayCell": "a221o_1",
  "wl_um": 592,
  "grt_pass1_vias": 186,
  "die_y_um": 80,
  "n_antenna_cell": 0,
  "max_clock_freq_ghz": 0.789,
  "synth_cell_type_count": 13,
  "syn_to_final_growth_pct": 150,
  "ys_cells": 21,
  "drt_iter0_markers": 2,
  "timing.slew.headroom_pct": 87.7,
  "netlist_area_um2": 149,
  "p_leak_nw": 0.168,
  "num-fill-cells": 395,
  "simple_gate_share_pct": 26.1,
  "grt_pass1_wl_um": 897,
  "clkbuf_count": 0,
  "setup.worst_path.end_class": "output port",
  "hold_viol_final": 0,
  "mux_share_pct": 0,
  "syn_inst": 21,
  "hold_end": "a_is_equal",
  "route.detailed.drc": 0,
  "worstPathCellList": "buf_8 > nor2b_4 > a221o_1 > a41o_1 > buf_2",
  "powerDensity_mw_per_mm2": 302,
  "vdd_drop_max_uv": 37.8,
  "yosysChipArea_um2": 149,
  "dr.pass1.iters": 2,
  "top_logic_kind": "AND-OR/OR-AND gates",
  "die_x_um": 80,
  "yosys_warnings": 0,
  "viasPerCell": 2.38,
  "finalWorstSetupSlack_ns": -0.0668,
  "postSynthSeqShare_pct": 0,
  "grtUsageTotal_pct": 1.75,
  "ant_nets": 0,
  "register_area_um2": 0,
  "critical_path.max_stage_delay_ns": 0.27,
  "synth-compound-area-share_pct": 28.6,
  "dp_hpwl_um": 525,
  "placed_cells": 80,
  "cap_violations": 0,
  "worstPathArrival_ns": 1.03,
  "holdPathStages": 4,
  "avgSynthCellArea_um2": 7.09,
  "worst_pin_slew_ns": 0.183
}
synthesized netlist by cell type (all sizes together):
library cell	instances	area (µm²)
a41o	1	10.0
ha	2	25.0
xnor2	1	8.76
maj3	1	10.0
nand2	2	7.51
nor4	1	6.26
a221o	1	10.0
o31ai	1	7.51
inv	4	15.0
nor2b	4	25.0
xor2	1	8.76
o21bai	2	15.0
report_power, final:
part           internal (mW)  switching [mW]
clock network              0               0
registers                  0               0
logic                 0.0677          0.0445
total                 0.0677          0.0445
area by class of cell:
class	count	share of cell area, %
multi-input combinational	17	51.5
tap	46	15.5
inverter	4	4.04
timing repair buffer	14	29.0
per-layer routing:
metal	share of wire (%)	wire length [µm]	GRT usage (%)
met3	10	60	0.682
met4	0	0	0
met1	44	259	2.24
met2	46	271	2.89
met5	0	0	0
kinds of logic (layout without fill, tap and decap cells):
family,count (synthesis),after routing
simple gates,7,7
compound gates,5,5
buf+inv,4,18
fa+ha+maj,3,3
xor+xnor,2,2
repair_timing:
| action | in CTS | in global routing |
|---|---|---|
| pin swaps | 6 | 1 |
| hold buffers | 0 | 0 |
| resized | 60 | 2 |
| hold endpoints to repair | 0 | 0 |
| endpoints found under the setup margin | 3 | 3 |
| setup buffers | 0 | 1 |
metrics by stage:
| stage | area [µm²] | hold slack (ns) | utilization [%] | total power [mW] |
|---|---|---|---|---|
| 2_1_floorplan | 149 | 0.593 | - | 0.0345 |
| 3_3_place_gp | 332 | 1.57 | 9.71 | 0.0972 |
| 3_5_place_dp | 332 | 1.57 | 9.71 | 0.0983 |
| 4_1_cts | 358 | 0.885 | 10.5 | 0.109 |
| 5_1_grt | 372 | 0.920 | 10.9 | 0.124 |
| 6_report | 372 | 0.885 | 10.9 | 0.112 |
critical path: cells and delay by family:
kind,cells,cell delay [ns]
simple gates,1,0.12
compound gates,2,0.45
buf+inv,2,0.21
worst max-delay path by stage:
| stage | from | endpoint |
|---|---|---|
| 6_report | a[1] | a_is_greater |
| 5_1_grt | a[1] | a_is_greater |
| 4_1_cts | a[1] | a_is_greater |
cell usage in the layout (no fill, tap or decap):
master / instances
buf_2: 8
nor2b_4: 4
buf_6: 4
inv_2: 2
inv_1: 2
o21bai_1: 2
xor2_1: 1
xnor2_1: 1
nand2_2: 1
nor4_2: 1
a221o_1: 1
nand2_1: 1
a41o_1: 1
maj3_2: 1
o31ai_2: 1
ha_4: 1
ha_1: 1
buf_8: 1
buf_4: 1
No activity file was given, so power comes from the tool's default toggle rates.
